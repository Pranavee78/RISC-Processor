==> /design/flow/config.mk <==
export PLATFORM = sky130hd
export DESIGN_NAME = instruction_memory
export DESIGN_NICKNAME = instruction_memory
export VERILOG_FILES = /design/flow/design.v
export SDC_FILE = /design/flow/constraint.sdc
export NUM_CORES = 4
export LEC_CHECK = 1
export CORE_AREA = 10 10 93 93
export DIE_AREA = 0 0 103 103
export SYNTH_MEMORY_MAX_BITS = 65536
==> /design/flow/constraint.sdc <==
current_design instruction_memory

set clk_period 1.0
set clk_io_pct 0.2

create_clock -name clk0 -period $clk_period [get_ports {clk}]

set non_clock_inputs [all_inputs -no_clocks]
set_input_delay [expr $clk_period * $clk_io_pct] -clock clk0 $non_clock_inputs
set_output_delay [expr $clk_period * $clk_io_pct] -clock clk0 [all_outputs]
==> /design/flow/design.v <==
`timescale 1ns / 1ps
module instruction_memory (
    input wire clk,
    input wire rst,
    input wire [31:0] address,
    output reg [31:0] instruction
);
    reg [31:0] imem [0:1023];   
    integer i;
    initial begin
        imem[0]  = 32'hE3A01005;  
        imem[1]  = 32'hE3A02003;  
        imem[2]  = 32'hE0813002;  
        imem[3]  = 32'hE0434001;  
        imem[4]  = 32'hE0015002;  
        imem[5]  = 32'hE1816002;  
        imem[6]  = 32'hE0217002;  
        imem[7]  = 32'hE1530001;  
        imem[8]  = 32'hE1510003;  
        imem[9]  = 32'hE3A08000;  
        imem[10] = 32'hE3580000;  
        imem[11] = 32'hE1A09101;  
        imem[12] = 32'hE1A0A0A9;  
        imem[13] = 32'hE1E0B001;  
        imem[14] = 32'hE1C1C002;  
        imem[15] = 32'hE5881000;  
        imem[16] = 32'hE598D000;  
        imem[17] = 32'h0A000001;  
        imem[18] = 32'hE3A0E00A;  
        imem[19] = 32'hEAFFFFFE;  
        for (i = 20; i < 1024; i = i + 1) begin
            imem[i] = 32'hE1A00000;  
        end
    end
    always @(posedge clk or posedge rst) begin
        if (rst) begin
            instruction <= 32'hE1A00000;  
        end else begin
            instruction <= imem[address[11:2]];  
        end
    end
endmodule
==> /design/flow/run.sh <==
#!/bin/bash
# OpenROAD 26Q1-2900-gdf79404cd8, Yosys 0.63+post, stock flow scripts
make -C /OpenROAD-flow-scripts/flow DESIGN_CONFIG=/design/flow/config.mk WORK_HOME=/design/flow/orfs finish
==> run notes <==
run metrics: wire per inst=14.1 µm, P_int=~1500 µW, Synth Cell Area=0.00137 mm², launching element type of the critical path=input pin, CP Capture Type=register, flip-flops with a built-in enable=0, endpoints failing hold=0, Cell Type Count=43, gr ovfl total=0, vias in the first global route=roughly 1400, DRT iter0 DRCs=59, CTS Buffer Depth=2, Critical Path AT=approximately 1.4 ns, worst-path cell chain=buf_6 > or4_4 > or2_4 > a221oi_4, WL met1=around 2.0 mm, vias post-DR=1291, FFs w/ async S/R, synth=100%, storage element area=581 µm², Reg with most FFs=instruction, met3 routed WL=238 µm, setup TNS=-3.73 ns, Tmin final=1.19 ns, DP Wirelength=about 3 mm, Core Util at FP=20.3%, # port buffers=42, area leader, netlist=dfrtp_1, yosys stat area=0.00137 mm², Worst-path clk slew=about 0.08 ns, met2 routed wirelength=1.79 mm, status=finished with violations, antenna violation net count after detailed routing=0, clock power share=27.9%, Layout fillers=696, first-pass GRT wire length=6.76 mm, pwr dens=888 mW/mm², I/O pins=66, CTS buffer count=3, Hold Path Class=input pin to asynchronous set/reset pin, Pwr Total=1970 µW, TritonCTS clock tree=built, die height=103 µm, Via-to-Cell Ratio=4.45, logic area=831 µm², Max Cap Viol=0, final setup violating endpoints=35, PnR worst setup slack=-0.192 ns, DR top layer=met4, synthesis-to-finish area growth=62.3%, residual DRC count=0, die width=103 µm, peak supply drop=0.420 mV, cell count in the Yosys report=141, failing checks=setup timing, Seq pwr share=47.4%, top-count cell post-synth=dfrtp_1, Comb pwr share=24.6%, gp weighted congestion=0.882, Rows=30, RSZ-0062 raised after global routing=yes, sequential area share after synthesis=42.4%, CTS sink count=23, Max Slew Vio Count=0, Critical Path RT=about 1.2 ns, ys flops=23, top cells by count, synth=19 x dfrtp_1, 10 x a21oi_1, 10 x buf_4, 10 x nand2_1, 7 x nor2_1, Static Leakage=between 0.001 and 0.0015 µW, H-tree depth=1, Routed WL=4.10 mm, slowest CP cell=or4_4, post-synthesis cell count=approximately 140, critical path class=input pin to register, OpenROAD warnings=55, die area=between 0.01 and 0.015 mm², clock root cell=clkbuf_8, Max FO, Critical Path=5, Psw=between 500 and 600 µW, initial antenna violation count=0, period utilization=119%, Top Registers=instruction x23, overall global routing resource usage=just under 8%, synth warn=1, Dominant cell area share=34.7%, ys flop type=dfrtp_1, Largest stage delay, worst path=0.57 ns, core area=0.00676 mm², largest net degree at the start of global routing=24, # diodes=0, share of cells above drive strength 1=58.1%, switch share=roughly a quarter, DR pass1 iterations=4, Avg Cell Area, Syn=9.72 µm², Largest register FFs=23, CP Launch Point=address[10], top cells, area=dfrtp_1 35%, dfstp_2 7.7%, buf_4 5.5%, Highest Clock Rate=between 800 and 900 MHz
[path summary, 6_finish.rpt]
kind	slack [ns]	to	depth (start not counted)
max in group asynchronous	0.52	instruction[24]	3
min	0.27	instruction[3]	3
min in group clk0	0.33	instruction[30]	4
max	-0.19	instruction[1]	4
[critical path: cells and delay by family]
family                 cells  cell delay (ns)
buffers and inverters      1             0.09
and+or+nand+nor            2             0.87
AOI/OAI and AO/OA          1             0.19
[power groups by stage]
stage	Sequential (µW)	Combinational, µW	Clock [µW]
after CTS	936	464	583
after global routing	937	533	612
final	936	486	551
[repair_timing]
item,CTS,global route
pin swaps,15,10
hold buffers,0,0
buffers inserted,9,0
gates cloned,2,0
setup endpoints to repair,54,37
gates resized,164,13
[metrics by stage]
stage               worst slack (ns)  hold WS, ns  cell area (µm²)  cells  util (%)
finish                        -0.192        0.267             2220    290      32.9
global route                  -0.224        0.319             2220    290      32.9
CTS                           -0.196        0.267             2170    290      32.1
detailed placement            -0.994        0.546             2060    277      30.5
global placement              -0.984        0.540             2060    277      30.5
floorplan                     -0.378        0.199             1400    141         -
[kinds of logic after synthesis]
kind of cell	Yosys count	synth area share (%)
AND/OR/NAND/NOR	50	21.5
AND-OR/OR-AND	35	17.5
flip-flops	23	42.4
buffers and inverters	23	10.8
adder cells (fa/ha/maj)	6	5.48
multiplexers	2	1.46
other	1	0.274
XOR/XNOR	1	0.639
[cell type report]
class,instances,share of cell area (%)
Clock buffer,3,1.86
Tap cell,80,4.50
Multi-Input combinational cell,97,37.4
Inverter,3,0.844
Sequential cell,23,26.1
Clock inverter,1,0.225
Timing Repair Buffer,83,29.1
[placed cells by master, fill, tap and decap left out, types with 4 or more instances in the layout]
cell type,netlist,layout
nor2_1,7,6
nand2b_1,4,4
nand3b_1,4,4
dfstp_2,4,4
dfrtp_1,19,19
buf_6,1,14
buf_2,4,27
a21oi_2,0,8
buf_4,10,33
nand3_1,4,4
nand2_1,10,10
a21o_1,4,4
[layer usage]
metal / GRT usage, % / vias to the layer above
li1: - / 626
met1: 11.5 / 609
met2: 11.9 / 52
met3: 1.22 / 4
met4: 1.28 / 0
met5: 0 / -
Power is estimated from default activity; no workload was simulated.
