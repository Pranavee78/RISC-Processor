--- design/flow/run.sh ---
#!/bin/bash
# OpenROAD 26Q1-2900-gdf79404cd8, Yosys 0.63+post, stock flow scripts
make -C /OpenROAD-flow-scripts/flow DESIGN_CONFIG=/design/flow/config.mk WORK_HOME=/design/flow/orfs finish
--- design/flow/config.mk ---
export PLATFORM = sky130hd
export DESIGN_NAME = register_file
export DESIGN_NICKNAME = register_file
export VERILOG_FILES = /design/flow/design.v
export SDC_FILE = /design/flow/constraint.sdc
export NUM_CORES = 4
export LEC_CHECK = 1
export CORE_UTILIZATION = 40
--- design/flow/constraint.sdc ---
current_design register_file

set clk_period 8.7
set clk_io_pct 0.2

create_clock -name clk0 -period $clk_period [get_ports {clk}]

set non_clock_inputs [all_inputs -no_clocks]
set_input_delay [expr $clk_period * $clk_io_pct] -clock clk0 $non_clock_inputs
set_output_delay [expr $clk_period * $clk_io_pct] -clock clk0 [all_outputs]
--- design/flow/design.v ---
`timescale 1ns / 1ps
module register_file (
    input wire clk,
    input wire rst,
    input wire [3:0] read_addr1,
    input wire [3:0] read_addr2,
    input wire [3:0] write_addr,
    input wire [31:0] write_data,
    input wire write_enable,
    output reg [31:0] read_data1,
    output reg [31:0] read_data2
);
reg [31:0] registers [0:15];
integer i;
always @(posedge clk or posedge rst) begin
    if (rst) begin
        for (i = 0; i < 16; i = i + 1) begin
            registers[i] <= 32'b0;
        end
        registers[13] <= 32'h00001000;  
        registers[14] <= 32'h00000000;  
        registers[15] <= 32'h00000000;  
    end else if (write_enable && write_addr != 4'b1111) begin
        registers[write_addr] <= write_data;
    end
end
always @(*) begin
    read_data1 = (read_addr1 == 4'b1111) ? 32'b0 : registers[read_addr1];
    read_data2 = (read_addr2 == 4'b1111) ? 32'b0 : registers[read_addr2];
end
endmodule
==> results.ini <==
[outcome]
outcome = completed

[timing]
post-route-period-util = 0.821
period_minus_slack_ns = 7.14
slew_headroom = 0.269
setup_viol = 0
fin_skew_ns = 0
hold_violations = 0
fmax_mhz = 140
tns_ns = 0
tightest_slew_ns = 1.09
slew_viol_final = 0
rsz0062_at_grt = no

[synthesis]
synth_area_sq_um = 26500
yosysWarningCount = 2
synth_flop_count = 480
yosysCellCount = 2441
synthDistinctLibCells = 67
ys_seq_frac = 0.453
syn_avg_cell_area_sq_um = 10.9
async_reset_ff_frac = 1.00
ys_area_sq_um = 26500
flop_cell = dfrtp_1
edf_count = 0
synthCells = 2441

[global_route]
grt_max_degree = 128
antenna_found_initial = 4
grt_pass1_vias = 23114
grt_first_pass_wirelength_mm = 170
grt_use_total = 0.368
grt-ovfl-total = 0

[clocking]
clk_latency_ns = 0.61
clock-sinks = 480
htree_levels = 2
clockBufferDepth = 3
post_cts_buffers = 0
cts_root_buf = clkbuf_16
cts_tree = done
cts_hold_buf = 0
numCtsBuffers = 52
ctsResizeCount = 0
clk_pin_slew_ns = 0.06

[route]
dr.pass1.iters = 24
vias_per_cell = 6.94
wirelength_mm = 119
post_drt_wl_per_cell_um = 35.2
num_vias = 23432
ant_nets = 0
drt_iter0_markers = 2503
drc = 0

[power]
power.density_nw_per_um2 = 234
total_power_w = 0.00708
peakVddDrop_mv = 0.144
power.leakage_nw = 12.2

[finish]
reg_top3 = registers: 480 flops
regMostFlops = registers
area_growth_pct = 14.1
largest_reg_flops = 480
n_fill_cell = 5894
layout-drive-gt1-share = 0.302

[worst_setup_path]
cp_max_fo = 44
r2r_cells = 1
crit_end = read_data1[27]
rr_endpoint = registers[7][11]
path_class = in -> out
cp.required_ns = 6.96
start_kind = input port
crit_path_end_kind = primary output
r2r-start = registers[7][11]
r2r_setup_slack_ns = 7.83
cp.arrival_ns = 5.40
startpoint = read_addr1[2]

[floorplanning]
core_area_sq_um = 65600
die_area_sq_um = 67300
ios = 111
row_count = 94
die_w_um = 259
initCoreUtil = 0.404
die_h_um = 259

[placed_design]
dp_hpwl_mm = 72.2
place_congestion = 1.02
numPortBuffers = 110

[worst_hold_path]
hold_path.class = reg -> reg
min_path_cells = 1

[run]
warnings = 31
drv_cap = 0

-- routing by layer --
| metal | global-route usage | share of wire | up-vias |
|---|---|---|---|
| li1 | - | - | 9292 |
| met1 | 0.489 | 0.37 | 11679 |
| met2 | 0.489 | 0.41 | 1918 |
| met3 | 0.196 | 0.16 | 539 |
| met4 | 0.200 | 0.070 | 4 |
| met5 | 0.00641 | 0.00017 | - |
-- placed cells by master, fill, tap and decap left out, types with 17 or more instances in the layout --
| master | Yosys | final |
|---|---|---|
| mux2_2 | 498 | 498 |
| dfrtp_1 | 479 | 479 |
| o21ai_0 | 173 | 173 |
| a21oi_1 | 136 | 136 |
| nand2_1 | 127 | 125 |
| a22oi_1 | 117 | 117 |
| buf_4 | 19 | 109 |
| clkdlybuf4s50_1 | 0 | 102 |
| nor2_1 | 87 | 75 |
| mux2i_1 | 75 | 75 |
| nand3_1 | 54 | 53 |
| clkbuf_16 | 0 | 53 |
| a221oi_1 | 39 | 39 |
| a22o_1 | 38 | 38 |
| o22ai_1 | 37 | 37 |
| a31oi_1 | 29 | 29 |
| nor2b_1 | 27 | 19 |
| a32o_1 | 19 | 19 |
| nor3_1 | 19 | 18 |
| nand2b_1 | 21 | 17 |
-- power by group --
| part | switching [W] | leakage (nW) | internal, W |
|---|---|---|---|
| combinational | 0.000739 | 5.49 | 0.000785 |
| clock | 0.000963 | 0.868 | 0.00136 |
| sequential | 0.000476 | 5.88 | 0.00276 |
| total | 0.00218 | 12.2 | 0.00490 |
-- cells by family after synthesis --
family / after synthesis / share of synthesized area
compound gates: 725 / 0.184
mux: 585 / 0.245
flops: 480 / 0.453
simple gates: 392 / 0.0717
buf+inv: 259 / 0.0456
-- synthesized netlist by cell type, types with 5 or more instances --
cell,count,area (sq um)
o32ai_1,9,78.8
o21a_1,9,67.6
nor3_1,19,95.1
buf_4,19,143
a22o_1,38,333
o21ai_0,173,866
a221oi_1,39,342
o2bb2ai_1,16,140
and3_1,9,56.3
nand3_1,54,270
a31oi_1,29,181
nor2b_1,27,169
o211ai_1,12,90.1
nor2_1,87,327
a21oi_1,136,681
and2_1,12,75.1
nand2_1,127,477
buf_2,118,591
a32o_1,19,190
mux2_1,12,135
o221a_2,10,113
mux2i_1,75,751
clkbuf_1,95,357
a22oi_1,117,878
dfrtp_1,479,12000
a221o_1,7,70.1
nor3b_2,5,62.6
o22ai_1,37,231
a211oi_1,14,105
buf_1,10,37.5
o221ai_1,5,43.8
inv_1,9,33.8
a31o_2,6,52.6
nand2b_1,21,131
mux2_2,498,5610
a2111oi_0,11,96.3
nor4_1,10,62.6
a32oi_1,16,140
-- through the flow --
stage	setup WS [ns]	area [sq um]	cells	utilization	hold slack (ns)
floorplan	0.456	26500	2441	-	0.481
global placement	1.85	28500	3276	0.434	0.501
detailed placement	1.77	28500	3276	0.434	0.508
CTS	1.76	30200	3371	0.461	0.521
global route	1.62	30200	3371	0.461	0.544
finish	1.56	30300	3377	0.461	0.521
-- how the worst min path moves through the flow --
stage / startpoint / end / slack, ns
4_1_cts: registers[8][30] / registers[8][30] / 0.52
5_1_grt: registers[0][23] / registers[0][23] / 0.54
6_report: registers[8][30] / registers[8][30] / 0.52
-- worst max-delay path, cell delays in order --
cell             delay [ns]
buf_4                  0.51
buf_4                  0.66
nor2b_2                0.71
buf_4                  0.32
a22o_1                 0.16
a221oi_1               0.08
a31o_2                 0.27
a21oi_1                0.29
clkdlybuf4s50_1        0.54
-- cell type report --
| type | count | area (sq um) | share of cell area |
|---|---|---|---|
| multi-input combinational | 1702 | 13400 | 0.443 |
| antenna | 6 | 15.0 | 0.000496 |
| sequential | 480 | 12000 | 0.397 |
| tap | 864 | 1080 | 0.0357 |
| clock buffer | 74 | 1520 | 0.0501 |
| inverter | 13 | 52.6 | 0.00174 |
| timing repair buffer | 217 | 1910 | 0.0633 |
| clock inverter | 21 | 253 | 0.00835 |
No activity file was given, so power comes from the tool's default toggle rates.
