==> config.mk <==
export PLATFORM = sky130hd
export DESIGN_NAME = shifter
export DESIGN_NICKNAME = shifter
export VERILOG_FILES = /design/flow/design.v
export SDC_FILE = /design/flow/constraint.sdc
export NUM_CORES = 4
export LEC_CHECK = 1
export CORE_UTILIZATION = 50
==> constraint.sdc <==
current_design shifter

set clk_period 8.4
set clk_io_pct 0.2

create_clock -name clk0 -period $clk_period

set non_clock_inputs [all_inputs -no_clocks]
set_input_delay [expr $clk_period * $clk_io_pct] -clock clk0 $non_clock_inputs
set_output_delay [expr $clk_period * $clk_io_pct] -clock clk0 [all_outputs]
==> design.v <==
`timescale 1ns / 1ps
module shifter (
    input wire [31:0] data_in,
    input wire [4:0] shift_amount,
    input wire [1:0] shift_type,
    input wire carry_in,
    output reg [31:0] data_out,
    output reg carry_out
);
localparam LSL = 2'b00;
localparam LSR = 2'b01;
localparam ASR = 2'b10;
localparam ROR = 2'b11;
always @(*) begin
    carry_out = carry_in;
    case (shift_type)
        LSL: begin
            if (shift_amount == 0) begin
                data_out = data_in;
            end else if (shift_amount < 32) begin
                data_out = data_in << shift_amount;
                carry_out = data_in[32 - shift_amount];
            end else begin
                data_out = 32'b0;
                carry_out = (shift_amount == 32) ? data_in[0] : 1'b0;
            end
        end
        LSR: begin
            if (shift_amount == 0) begin
                data_out = 32'b0;
                carry_out = data_in[31];
            end else if (shift_amount < 32) begin
                data_out = data_in >> shift_amount;
                carry_out = data_in[shift_amount - 1];
            end else begin
                data_out = 32'b0;
                carry_out = (shift_amount == 32) ? data_in[31] : 1'b0;
            end
        end
        ASR: begin
            if (shift_amount == 0) begin
                data_out = data_in[31] ? 32'hFFFFFFFF : 32'b0;
                carry_out = data_in[31];
            end else if (shift_amount < 32) begin
                if (data_in[31]) begin  
                    data_out = (data_in >> shift_amount) | (~(32'hFFFFFFFF >> shift_amount));
                end else begin  
                    data_out = data_in >> shift_amount;
                end
                carry_out = data_in[shift_amount - 1];
            end else begin
                data_out = data_in[31] ? 32'hFFFFFFFF : 32'b0;
                carry_out = data_in[31];
            end
        end
        ROR: begin
            if (shift_amount == 0) begin
                data_out = {carry_in, data_in[31:1]};
                carry_out = data_in[0];
            end else begin
                data_out = (data_in >> shift_amount) | (data_in << (32 - shift_amount));
                carry_out = data_in[shift_amount - 1];
            end
        end
    endcase
end
endmodule
==> run.sh <==
#!/bin/bash
# OpenROAD 26Q1-2900-gdf79404cd8, Yosys 0.63+post, stock flow scripts
make -C /OpenROAD-flow-scripts/flow DESIGN_CONFIG=/design/flow/config.mk WORK_HOME=/design/flow/orfs finish
==> flow_summary.rst <==
Physical design figures
=======================

.. list-table::
   :header-rows: 1

   * - Metric
     - Value
   * - Status
     - finished, final reports clean
   * - Max stage delay on crit path
     - 820 ps
   * - Area overhead of the layout relative to synthesis
     - 6.76%
   * - Post-DP HPWL
     - 27700 µm
   * - Static leakage
     - 0.00295 µW
   * - Number of gates given a new drive strength after cts
     - 0
   * - Number of cells on the worst hold path
     - 6
   * - Global route total overflow
     - 0
   * - Initial cell density of the core
     - 0.519
   * - Unrepaired setup endpoints after global routing
     - no
   * - Count of routing violations after the opening detailed-route iteration
     - 1549
   * - Gate Count Post-Synth
     - a little under 1000
   * - Fin crit share
     - 0.904
   * - Hold Buf Count CTS
     - 0
   * - Slew at the pin closest to its max-slew limit
     - 1140 ps
   * - Vertical die dimension
     - 126 µm
   * - First-pass GRT wire length
     - 58400 µm
   * - Kind of capture point of the worst setup path
     - primary output
   * - Count of synthesis-stage warnings from yosys
     - 1
   * - Most instantiated logic cells after routing
     - nor2_1 (101), nand2_1 (98), mux4_2 (90)
   * - Cell at the slowest stage of the critical path
     - a211oi_2
   * - Total track usage
     - 0.522
   * - Sw Pwr
     - 402 µW
   * - Die extent in x
     - 126 µm
   * - Count of pins over their slew limit
     - 0
   * - Average cell area after synthesis
     - 7.90 µm²
   * - Switching portion of total power
     - 0.588
   * - Core region area
     - approximately 15000 µm²
   * - Worst-case hold path end point
     - data_out[22]
   * - Post-DRT Antenna Nets
     - 0
   * - Final Critical Period
     - 7590 ps
   * - Die Footprint
     - 15800 µm²
   * - Highest attainable clock frequency
     - between 0.1 and 0.15 GHz
   * - Finish-stage setup viols
     - 0
   * - Number of global-route vias before repair
     - a little over 9000
   * - Worst endpoint data arrival time
     - 5910 ps
   * - Distinct cells, synth
     - around 72
   * - Headroom to the max-slew limit
     - 0.234
   * - Post-Syn Area
     - 7660 µm²
   * - Setup Total Neg Slack
     - 0 ps
   * - Design internal power
     - 282 µW
   * - Worst-path cell chain
     - buf_4 -> inv_2 -> ha_2 -> inv_1 -> nor3_1 -> ha_2 -> a211oi_2 -> nand2_1 -> nor3_1 -> a211oi_1 -> a221oi_1 -> clkdlybuf4s50_1
   * - Seq_cells
     - 0
   * - Initial antenna violation count
     - 2
   * - Length of the first detailed-routing pass in iterations
     - 6
   * - Standard-cell rows
     - 44
   * - Final wirelength
     - 39900 µm
   * - Clkbuf count
     - 0
   * - Worst slack on hold paths
     - around 4500 ps
   * - Critical Path Fanout Max
     - 35
   * - Count of input and output buffers
     - 73
   * - Area figure in the yosys stat output
     - 7660 µm²
   * - Hold path start
     - shift_amount[3]
   * - Max Cap Violations
     - 0
   * - Fraction of the yosys area taken by sequential cells
     - 0
   * - Average wire per cell in the routed design
     - 35.4 µm
   * - Top cell excl fill/tap
     - nor2_1
   * - Post-CTS setup buffers
     - 0
   * - Count of boundary I/O pins
     - between 70 and 80
   * - Ys cells
     - 970
   * - Residual DRC
     - 0
   * - Post-route total power
     - between 600 and 700 µW
   * - Maximum number of pins on one net before global-route repair
     - 65
   * - Flip-flop and latch area
     - 0 µm²
   * - Routed vias/inst
     - between 8 and 9
   * - Startpoint type of the worst setup path
     - primary input
   * - Number of hold violations in the final report
     - 0
   * - Fraction of layout cells with a size suffix above 1
     - 0.206
   * - RD Place Congestion
     - 1.20
   * - Cell area power density
     - 83.6 nW/µm²
   * - Data required time at the worst endpoint
     - 6720 ps
   * - Tightest Hold Check Type
     - in2out
   * - Worst IR Drop VDD
     - between 80 and 90 µV
   * - Type of the worst setup path
     - in2out
   * - Total via count after detailed routing
     - around 9500
   * - Number of logged tool warnings
     - 34
-- layout make-up --
| class | instances | area (µm²) |
|---|---|---|
| Multi-Input combinational cell | 817 | 6910 |
| Inverter | 18 | 67.6 |
| Tap cell | 184 | 230 |
| Timing Repair Buffer | 106 | 967 |
| Fill cell | 1310 | 6580 |
| Antenna cell | 1 | 2.50 |
-- Yosys cell counts (7+ instances only) --
master,number,area (µm²)
a211o_1,9,78.8
a211oi_1,25,188
a21oi_1,68,340
a221oi_1,25,219
a31oi_1,18,113
buf_1,8,30.0
buf_2,31,155
buf_4,7,52.6
buf_6,11,124
clkbuf_1,76,285
inv_1,13,48.8
mux2_2,52,586
mux2i_1,77,771
mux4_2,90,2030
nand2_1,98,368
nand2b_1,11,68.8
nand3_1,18,90.1
nor2_1,101,379
nor3_1,19,95.1
o211ai_1,8,60.1
o21ai_0,56,280
o22ai_1,17,106
o311ai_0,7,61.3
o32ai_1,8,70.1
or3_1,7,43.8
-- metal layers --
layer | track usage | vias to the layer above | part of all wire
met5 | 0.0619 | - | 0.00033
met4 | 0.305 | 2 | 0.084
met3 | 0.339 | 282 | 0.19
met2 | 0.707 | 1074 | 0.40
met1 | 0.621 | 4419 | 0.32
li1 | - | 3760 | -
-- worst max path at each step --
stage,from,to,slack (ps),depth (start not counted)
6_report,shift_amount[1],data_out[3],810,12
4_1_cts,shift_amount[1],data_out[3],1090,12
5_1_grt,shift_amount[1],data_out[17],760,13
-- kinds of logic (layout without fill, tap and decap cells) --
kind of cell,count (synthesis),in the layout,share of synthesized area
AND/OR/NAND/NOR,281,281,0.162
buffers and inverters,153,124,0.0985
multiplexers,225,225,0.460
XOR/XNOR,2,2,0.00229
other,0,1,0
AND-OR/OR-AND,304,304,0.269
adder cells (fa/ha/maj),5,5,0.00817
-- through the flow --
step           utilization  cell area, µm²  cells  setup WS (ps)
2_1_floorplan            -            7660    970           2070
3_5_place_dp         0.554            8180   1125           1090
5_1_grt              0.554            8180   1126            764
3_3_place_gp         0.554            8180   1125           1190
6_report             0.554            8180   1126            808
4_1_cts              0.554            8180   1125           1090
-- worst max-delay path, delay by kind of cell --
kind            cells  cell delay [ps]
compound gates      3             1350
simple gates        3              810
buf+inv             4             1220
fa+ha+maj           2              810
Power is estimated from default activity; no workload was simulated.
